<file path="/design/flow/design.v">
`timescale 1ns / 1ps
module fastdiv(xin,yin,clk,enbl,xyout
    );
input [7:0] xin; 
input [7:0] yin; 
input clk; 
input enbl; 
output [15:0] xyout; 
reg [15:0] xyouti;
reg [7:0] out;
reg [15:0] xyout;
wire [15:0] temp;
mult A(out,xin,temp); 
always @(yin)
begin
casex(yin)
8'b00000010 : out= 8'h80;
8'b00000011 : out= 8'h55;
8'b00000100 : out= 8'h40;
8'b00000101 : out= 8'h33;
8'b00000110 : out= 8'h2B;
8'b00000111 : out= 8'h25;
8'b00001000 : out= 8'h20; 
8'b00001001 : out= 8'h1C;
8'b00001010 : out= 8'h1A;
8'b00001011 : out= 8'h17;
8'b00001100 : out= 8'h15;
8'b00001101 : out= 8'h14; 
8'b00001110 : out= 8'h12; 
8'b00001111 : out= 8'h11;
8'b00010000 : out= 8'h10;
8'b00010001 : out= 8'h0F;
8'b00010010 : out= 8'h0E; 
8'b00010011 : out= 8'h0D;
8'b00010100 : out= 8'h0D;
8'b00010101 : out= 8'h0C; 
8'b00010110 : out= 8'h0C;
8'b00010111 : out= 8'h0B;
8'b00011000 : out= 8'h0B; 
8'b00011001 : out= 8'h0A;
8'b00011010 : out= 8'h0A; 
8'b00011011 : out= 8'h09;
8'b00011100 : out= 8'h09; 
8'b00011101 : out= 8'h09;
8'b00011110 : out= 8'h09;
8'b00011111 : out= 8'h08; 
8'b00100000 : out= 8'h08;
8'b00100001 : out= 8'h08; 
8'b00100010 : out= 8'h08;
8'b00100011 : out= 8'h07; 
8'b00100100 : out= 8'h07;
8'b00100101 : out= 8'h07; 
8'b00100110 : out= 8'h07;
8'b00100111 : out= 8'h07; 
8'b00101000 : out= 8'h06; 
8'b00101001 : out= 8'h06;
8'b00101010 : out= 8'h06; 
8'b00101011 : out= 8'h06;
8'b00101100 : out= 8'h06;
8'b00101101 : out= 8'h06; 
8'b00101110 : out= 8'h06;
8'b00101111 : out= 8'h05; 
8'b00110000 : out= 8'h05;
8'b00110001 : out= 8'h05;
8'b00110010 : out= 8'h05; 
8'b00110011 : out= 8'h05;
8'b00110100 : out= 8'h05;
8'b00110101 : out= 8'h05; 
8'b00110110 : out= 8'h05;
8'b00110111 : out= 8'h05;
8'b00111000 : out= 8'h05; 
8'b00111001 : out= 8'h04; 
8'b00111010 : out= 8'h04;
8'b00111011 : out= 8'h04;
8'b00111100 : out= 8'h04; 
8'b00111101 : out= 8'h04;
8'b00111110 : out= 8'h04;
8'b00111111 : out= 8'h04; 
8'b01000000 : out= 8'h04;
8'b01000001 : out= 8'h04; 
8'b01000010 : out= 8'h04;
8'b01000011 : out= 8'h04; 
8'b01000100 : out= 8'h04;
8'b01000101 : out= 8'h04;
8'b01000110 : out= 8'h04; 
8'b01000111 : out= 8'h04;
8'b01001000 : out= 8'h04;
8'b01001001 : out= 8'h04; 
8'b01001010 : out= 8'h03; 
8'b01001011 : out= 8'h03;
8'b01001100 : out= 8'h03; 
8'b01001101 : out= 8'h03;
8'b01001110 : out= 8'h03;
8'b01001111 : out= 8'h03; 
8'b01010000 : out= 8'h03;
8'b01010001 : out= 8'h03;
8'b01010010 : out= 8'h03; 
8'b01010011 : out= 8'h03;
8'b01010100 : out= 8'h03;
8'b01010101 : out= 8'h03;
8'b01010110 : out= 8'h03; 
8'b01010111 : out= 8'h03;
8'b01011000 : out= 8'h03;
8'b01011001 : out= 8'h03; 
8'b01011010 : out= 8'h03;
8'b01011011 : out= 8'h03;
8'b01011100 : out= 8'h03; 
8'b01011101 : out= 8'h03;
8'b01011110 : out= 8'h03;
8'b01011111 : out= 8'h03; 
8'b01100000 : out= 8'h03;
8'b01100001 : out= 8'h03; 
8'b01100010 : out= 8'h03;
8'b01100011 : out= 8'h03;
8'b01100100 : out= 8'h03; 
8'b01100101 : out= 8'h03;
8'b01100110 : out= 8'h03; 
8'b01100111 : out= 8'h02;
8'b01101000 : out= 8'h02; 
8'b01101001 : out= 8'h02;
8'b01101010 : out= 8'h02;
8'b01101011 : out= 8'h02; 
8'b01101100 : out= 8'h02;
8'b01101101 : out= 8'h02;
8'b01101110 : out= 8'h02; 
8'b01101111 : out= 8'h02;
8'b01110000 : out= 8'h02;
8'b01110001 : out= 8'h02;
8'b01110010 : out= 8'h02;
8'b01110011 : out= 8'h02;
8'b01110100 : out= 8'h02;
8'b01110101 : out= 8'h02;
8'b01110110 : out= 8'h02;
8'b01110111 : out= 8'h02;
8'b01111000 : out= 8'h02; 
8'b01111001 : out= 8'h02;
8'b01111010 : out= 8'h02;
8'b01111011 : out= 8'h02;
8'b01111100 : out= 8'h02;
8'b01111101 : out= 8'h02;
8'b01111110 : out= 8'h02;
8'b01111111 : out= 8'h02;
8'b10000000 : out= 8'h02;
8'b10000001 : out= 8'h02;
8'b10000010 : out= 8'h02; 
8'b10000011 : out= 8'h02;
8'b10000100 : out= 8'h02;
8'b10000101 : out= 8'h02;
8'b10000110 : out= 8'h02;
8'b10000111 : out= 8'h02;
8'b10001000 : out= 8'h02;
8'b10001001 : out= 8'h02;
8'b10001010 : out= 8'h02;
8'b10001011 : out= 8'h02;
8'b10001100 : out= 8'h02; 
8'b10001101 : out= 8'h02;
8'b10001110 : out= 8'h02;
8'b10001111 : out= 8'h02;
8'b10010000 : out= 8'h02;
8'b10010001 : out= 8'h02;
8'b10010010 : out= 8'h02;
8'b10010011 : out= 8'h02;
8'b10010100 : out= 8'h02;
8'b10010101 : out= 8'h02;
8'b10010110 : out= 8'h02; 
8'b10010111 : out= 8'h02;
8'b10011000 : out= 8'h02;
8'b10011001 : out= 8'h02;
8'b10011010 : out= 8'h02;
8'b10011011 : out= 8'h02;
8'b10011100 : out= 8'h02;
8'b10011101 : out= 8'h02;
8'b10011110 : out= 8'h02;
8'b10011111 : out= 8'h02;
8'b10100001 : out= 8'h02; 
8'b10100010 : out= 8'h02;
8'b10100011 : out= 8'h02;
8'b10100100 : out= 8'h02;
8'b10100101 : out= 8'h02;
8'b10100110 : out= 8'h02;
8'b10100111 : out= 8'h02;
8'b10101000 : out= 8'h02;
8'b10101001 : out= 8'h02;
8'b10101010 : out= 8'h02; 
8'b10101011 : out= 8'h01;
8'b101011?? : out= 8'h01;
8'b1011???? : out= 8'h01;
8'b11?????? : out= 8'h01;
default : out = 8'h00;
endcase
end
always @(posedge clk)
begin
if(enbl)
begin
if(xin==yin) xyouti<=16'h0100; 
else if(yin==8'h01) xyouti<={xin,8'h00}; 
else 
begin
xyouti <= temp; 
end
end
xyout <= xyouti;
end
endmodule
`timescale 1ns / 1ps
module mult(multiplier,multiplicand, product);  
   input [7:0]  multiplier, multiplicand;
   output        product;
   reg [15:0]    product;
   integer       i;
   always @( multiplier or multiplicand )
     begin
        product = 0;
        for (i=0; i<8; i=i+1)
          if ( multiplier[i] == 1'b1 )
            product = product + ( multiplicand << i );
     end
endmodule
</file>
<file path="/design/flow/run.sh">
#!/bin/bash
# OpenROAD 26Q1-2900-gdf79404cd8, Yosys 0.63+post, stock flow scripts
make -C /OpenROAD-flow-scripts/flow DESIGN_CONFIG=/design/flow/config.mk WORK_HOME=/design/flow/orfs finish
</file>
<file path="/design/flow/config.mk">
export PLATFORM = sky130hd
export DESIGN_NAME = fastdiv
export DESIGN_NICKNAME = fastdiv
export VERILOG_FILES = /design/flow/design.v
export SDC_FILE = /design/flow/constraint.sdc
export NUM_CORES = 4
export LEC_CHECK = 1
export CORE_UTILIZATION = 50
export SYNTH_HDL_FRONTEND = slang
</file>
<file path="/design/flow/constraint.sdc">
current_design fastdiv

set clk_period 17.9
set clk_io_pct 0.2

create_clock -name clk0 -period $clk_period [get_ports {clk}]

set non_clock_inputs [all_inputs -no_clocks]
set_input_delay [expr $clk_period * $clk_io_pct] -clock clk0 $non_clock_inputs
set_output_delay [expr $clk_period * $clk_io_pct] -clock clk0 [all_outputs]
</file>
==> flow_metrics.py <==
# Flow results
metrics = {
    "global_routing": {
        "grt_max_degree": 27,
        "grt_overflow": 0,
        "grt_usage": 0.251,
        "grt_pass1_wl_um": 19400,
        "grt_pass1_vias": 3878,
        "antenna_found_initial": 0,
    },
    "clocking": {
        "ctsHtreeMaxLevel": 2,
        "cts_buffer_depth": 2,
        "cts_sinks": 32,
        "post-cts-setup-buffers": 0,
        "postCtsHoldBufs": 0,
        "cts_root_buffer": "clkbuf_8",
        "clk_latency_ns": 0.27,
        "cts_resized": 0,
        "cts_buffers": 5,
        "cts_tree": "done",
        "path_clk_slew_ns": 0.06,
    },
    "sta": {
        "hold_violations": 0,
        "tightest_slew_ns": 0.777,
        "rsz0062_at_grt": "no",
        "drv_slew": 0,
        "fin_crit_sh": 0.833,
        "finalSetupViolations": 0,
        "tns_ns": 0,
        "finalCriticalPeriod_ns": 14.91,
        "finalClockSkew_ns": 0.00452,
        "hold_ws_ns": 0.335,
        "maxSlewHeadroom": 0.469,
        "fmax_mhz": 67.1,
    },
    "layout": {
        "fin_util": 0.570,
        "area_growth_pct": 10.4,
        "num-fill-cells": 844,
        "drive_gt1_frac": 0.0683,
        "fin_area_sq_mm": 0.00524,
        "lay_top_cells": "59 x ha_1, 56 x a21oi_1, 53 x nand2_1",
        "ff_latch_area_sq_um": 801,
        "layout_top_cell": "ha_1",
        "fin_cells": 726,
        "comb_area_sq_mm": 0.00368,
    },
    "worst_setup_path": {
        "critical_path_class": "input pin to flop",
        "cp-end-kind": "flop",
        "crit_top_cell": "ha_1",
        "worstPathRequired_ns": 18.01,
        "crit_arrival_ns": 15.02,
        "cp-start-kind": "input pin",
        "crit_fanout": 25,
        "critPathMaxStageDelay_ns": 1.00,
        "cp_slowest_cell": "clkdlybuf4s50_1",
    },
    "drt": {
        "drc": 0,
        "viasPerCell": 5.94,
        "drtIter0Drc": 215,
        "vias": 4309,
        "detail_route.first_pass.iterations": 5,
        "wirelength_um": 11800,
        "wl_per_cell_um": 16.2,
        "ant_nets": 0,
        "diodes": 0,
    },
    "placement": {
        "dp.final_hpwl_um": 9140,
        "numPortBuffers": 33,
        "place_inst": 718,
        "dpl-instance-area_sq_mm": 0.00516,
        "place.gp.congestion": 0.933,
    },
    "die": {
        "die_w_um": 99.4,
        "core_util_floorplan": 0.516,
        "die_area_sq_mm": 0.00989,
        "pin_count": 34,
        "rows": 35,
        "coreArea_sq_mm": 0.00920,
        "chipHeight_um": 99.4,
    },
    "hold_path": {
        "hold_path_class": "flop to flop",
    },
    "synth": {
        "ys_area_sq_mm": 0.00475,
        "ys.flop_type": "edfxtp_1",
        "synth.avg_cell_area_sq_um": 8.04,
        "synth_top_area_share": 0.156,
        "syn_inst": 590,
        "ys_seq_frac": 0.169,
        "enable_flop_cells": 16,
        "syn_area_sq_mm": 0.00475,
        "async_reset_ff_frac": 0,
        "area_leaders": "ha_1 16%, edfxtp_1 10%, dfxtp_1 6.7%",
        "yosysTopAreaCell": "ha_1",
        "ys_cells": 590,
        "yosys_warnings": 0,
        "yosysUniqueCellTypes": 82,
        "synth-seq-cells": 32,
    },
    "power": {
        "p_clk_frac": 0.127,
        "seq_power_share": 0.237,
        "p_comb_frac": 0.636,
        "p_leak_uw": 0.00233,
        "p_int_uw": 232,
        "peakVddDrop_v": 0.0000373,
        "powerDensity_mw_per_mm2": 74.2,
        "switchingPower_uw": 157,
        "swShare": 0.403,
    },
    "status": {
        "outcome": "completed",
    },
    "job": {
        "maxCapViolations": 0,
        "warnings": 30,
    },
}
## worst paths after layout
path,from,to,slack [ns],cells past startpoint
setup / recovery,yin[3],xyouti[14]$_SDFFCE_PP0P_,2.99,43
hold / removal,xyouti[10]$_SDFFCE_PP0P_,xyout[10]$_DFF_P_,0.33,0
hold reg to reg,xyouti[10]$_SDFFCE_PP0P_,xyout[10]$_DFF_P_,0.33,0
setup reg to reg,xyouti[5]$_SDFFCE_PP0P_,xyout[5]$_DFF_P_,17.43,0
## cells in the mapped netlist, drive strengths merged (4+ instances only)
library cell,n
a31oi,6
a22oi,4
ha,59
o211ai,8
or2,6
nand2b,6
o21a,18
a21o,16
o31ai,4
buf,16
and3,4
xnor2,27
a21oi,57
or3,4
edfxtp,16
nand3b,4
nand4,4
nand2,53
nor3,13
a221oi,4
clkbuf,10
inv,33
and2,7
o21bai,4
dfxtp,16
nor2b,10
nor2,39
o21ai,29
xor2,12
fa,7
a211oi,4
mux2,7
a21boi,7
mux2i,9
nand3,7
## state kept, by name (all words and copies together) (netlist names)
signal  flops
xyouti     16
xyout      16
## metrics by stage
stage | setup slack [ns] | total power [uW]
final | 2.99 | 389
after global placement | 3.08 | 337
after global routing | 2.17 | 425
after detailed placement | 2.86 | 338
after CTS | 3.12 | 389
after floorplan | 4.89 | 281
## per-layer routing
metal,vias to the layer above,global-route usage,wire length [um]
met1,1936,0.397,6000
met4,0,0.0452,260
met2,118,0.390,5030
met5,-,0,0
met3,19,0.0150,484
li1,2236,-,-
## cell families after synthesis
| group | Yosys count | share of synthesized area |
|---|---|---|
| AND-OR/OR-AND | 195 | 0.281 |
| flip-flops | 32 | 0.169 |
| buffers and inverters | 60 | 0.0548 |
| adder cells (fa/ha/maj) | 66 | 0.185 |
| XOR/XNOR | 39 | 0.0720 |
| AND/OR/NAND/NOR | 182 | 0.203 |
| multiplexers | 16 | 0.0356 |
## layout make-up
cell class | instances | share of cell area
Multi-Input combinational cell | 498 | 0.703
Sequential cell | 32 | 0.153
Timing Repair Buffer | 43 | 0.0774
Tap cell | 111 | 0.0265
Inverter | 34 | 0.0244
Clock buffer | 7 | 0.0146
Clock inverter | 1 | 0.000955
## power groups by stage
stage                 combinational (uW)  sequential [uW]  clock [uW]
after CTS                            246             92.2        51.1
after global routing                 279             92.8        53.5
final                                247             92.1        49.5
## worst max-delay path: cells and delay by family
kind | cells | cell delay (ns)
simple gates | 8 | 2.33
fa+ha+maj | 8 | 2.47
xor+xnor | 3 | 0.41
mux | 4 | 1.17
compound gates | 17 | 3.52
buf+inv | 3 | 1.53
Power and IR drop assume default switching activity.
